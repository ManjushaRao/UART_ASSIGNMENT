[/design/flow/design.v]
module uart_rx(clk, rst, rx, rx_data_out);
parameter clk_freq = 50000000;  
parameter baud_rate = 19200;    
input clk;
input rst;
input rx;
output [7:0] rx_data_out;
localparam clock_divide = (clk_freq / baud_rate);
enum bit [2:0] {
    rx_IDLE  = 3'b000,
    rx_START = 3'b001,
    rx_DATA  = 3'b010,
    rx_STOP  = 3'b011,
    rx_DONE  = 3'b100
} rx_STATE, rx_NEXT;
logic [11:0] clk_div_reg, clk_div_next;
logic [7:0] rx_data_reg, rx_data_next;
logic [2:0] index_bit_reg, index_bit_next;
always_ff @(posedge clk) begin
    if (rst) begin
        rx_STATE <= rx_IDLE;
        clk_div_reg <= 0;
        rx_data_reg <= 8'hFF; 
        index_bit_reg <= 3'd7; 
    end
    else begin
        rx_STATE <= rx_NEXT;
        clk_div_reg <= clk_div_next;
        rx_data_reg <= rx_data_next;
        index_bit_reg <= index_bit_next;
    end
end
always @(*) begin
    rx_NEXT = rx_STATE;
    clk_div_next = clk_div_reg;
    rx_data_next = rx_data_reg;
    index_bit_next = index_bit_reg;
    case (rx_STATE)
        rx_IDLE: begin
            clk_div_next = 0;
            index_bit_next = 0;
            if (rx == 0) begin
                rx_NEXT = rx_START;
            end
            else begin
                rx_NEXT = rx_IDLE;
            end
        end
        rx_START: begin
            if (clk_div_reg == clock_divide / 4) begin 
                if (rx == 0) begin
                    clk_div_next = 0;
                    rx_NEXT = rx_DATA;
                end
                else begin
                    rx_NEXT = rx_IDLE;
                end
            end
            else begin
                clk_div_next = clk_div_reg + 1;
                rx_NEXT = rx_START;
            end
        end
        rx_DATA: begin
            if (clk_div_reg < clock_divide - 1) begin
                clk_div_next = clk_div_reg + 1;
                rx_NEXT = rx_DATA;
            end
            else begin
                clk_div_next = 0;
              rx_data_next[index_bit_reg] = rx; 
              if (index_bit_reg < 7) begin
                    index_bit_next = index_bit_reg + 1;
                    rx_NEXT = rx_DATA;
                end
                else begin
                    index_bit_next = 0;
                    rx_NEXT = rx_STOP;
                end
            end
        end
        rx_STOP: begin
            if (clk_div_reg < clock_divide - 1) begin
                clk_div_next = clk_div_reg + 1;
                rx_NEXT = rx_STOP;
            end
            else begin
                clk_div_next = 0;
                rx_NEXT = rx_DONE;
            end
        end
        rx_DONE: begin
            rx_NEXT = rx_IDLE;
        end
        default: rx_NEXT = rx_IDLE;
    endcase
end
assign rx_data_out = rx_data_reg;
endmodule
module uart_tx(clk, rst, start, tx_data_in, tx, tx_active, done_tx);
parameter clk_freq = 50000000;  
parameter baud_rate = 19200;    
input clk, rst;
input start;
input [7:0] tx_data_in; 
output tx;
output tx_active;
output logic done_tx;
localparam clock_divide = (clk_freq / baud_rate);
enum bit [2:0] {
  tx_IDLE  = 3'b000,
  tx_START = 3'b001,
  tx_DATA  = 3'b010,
  tx_STOP  = 3'b011,
  tx_DONE  = 3'b100
} tx_STATE, tx_NEXT;
logic [11:0] clk_div_reg, clk_div_next;
logic [7:0] tx_data_reg, tx_data_next;
logic tx_out_reg, tx_out_next;
logic [2:0] index_bit_reg, index_bit_next;
assign tx_active = (tx_STATE == tx_DATA); 
assign tx = tx_out_next;
always_ff @(posedge clk or posedge rst) begin
  if (rst) begin
    tx_STATE <= tx_IDLE;
    clk_div_reg <= 0;
    tx_out_reg <= 1; 
    tx_data_reg <= 0;
    index_bit_reg <= 0;
  end else begin
    tx_STATE <= tx_NEXT;
    clk_div_reg <= clk_div_next;
    tx_out_reg <= tx_out_next;
    tx_data_reg <= tx_data_next;
    index_bit_reg <= index_bit_next;
  end
end
  always_comb begin
  tx_NEXT = tx_STATE;
  clk_div_next = clk_div_reg;
  tx_out_next = tx_out_reg;
  tx_data_next = tx_data_reg;
  index_bit_next = index_bit_reg;
  done_tx = 0;
  case (tx_STATE)
    tx_IDLE: begin
      tx_out_next = 1;
      clk_div_next = 0;
      index_bit_next = 0;
      if (start == 1) begin
        tx_data_next = tx_data_in;
        tx_NEXT = tx_START;
      end
      else begin
        tx_NEXT=tx_IDLE;
      end
    end
    tx_START: begin
      tx_out_next = 0;
      if (clk_div_reg < clock_divide - 1) begin
        clk_div_next = clk_div_reg + 1'b1;
        tx_NEXT=tx_START;
      end else begin
        clk_div_next = 0;
        tx_NEXT = tx_DATA;
      end
    end
    tx_DATA: begin
      tx_out_next = tx_data_reg[index_bit_reg];
      if (clk_div_reg < clock_divide - 1) begin
        clk_div_next = clk_div_reg + 1'b1;
        tx_NEXT=tx_DATA;
      end else begin
        clk_div_next = 0;
        if (index_bit_reg <7) begin 
          index_bit_next = index_bit_reg + 1;
          tx_NEXT=tx_DATA;
        end else begin
          index_bit_next = 0;
          tx_NEXT = tx_STOP;
        end
      end
    end
    tx_STOP: begin
      tx_out_next = 1;
      if (clk_div_reg < clock_divide - 1) begin
        clk_div_next = clk_div_reg + 1'b1;
        tx_NEXT=tx_STOP;
      end else begin
        clk_div_next = 0;
        tx_NEXT = tx_DONE;
      end
    end
    tx_DONE: begin
      done_tx = 1;
      tx_NEXT = tx_IDLE;
    end
    default: tx_NEXT = tx_IDLE;
  endcase
end
endmodule
module uart(clk,rst,rx,tx_data_in,start,rx_data_out,tx,tx_active,done_tx);
parameter clk_freq = 50000000;  
parameter baud_rate = 19200;  
parameter clock_divide = (clk_freq/baud_rate);
  input clk,rst; 
  input rx;
  input [7:0] tx_data_in;
  input start;
  output tx; 
  output [7:0] rx_data_out;
  output tx_active;
  output done_tx;
uart_rx 
       #(.clk_freq(clk_freq),
	 .baud_rate(baud_rate)
	)
      receiver
             (
              .clk(clk),
	      .rst(rst),
	      .rx(rx),
	      .rx_data_out(rx_data_out)
             );
uart_tx 
       #(.clk_freq(clk_freq),
	 .baud_rate(baud_rate)
        )
      transmitter			 
               (               
                .clk(clk),
		.rst(rst),
		.start(start),
		.tx_data_in(tx_data_in),
		.tx(tx),
		.tx_active(tx_active),
		.done_tx(done_tx)
               );
endmodule
[/design/flow/run.sh]
#!/bin/bash
# OpenROAD 26Q1-2900-gdf79404cd8, Yosys 0.63+post, stock flow scripts
make -C /OpenROAD-flow-scripts/flow DESIGN_CONFIG=/design/flow/config.mk WORK_HOME=/design/flow/orfs finish
[/design/flow/config.mk]
export PLATFORM = sky130hd
export DESIGN_NAME = uart
export DESIGN_NICKNAME = uart
export VERILOG_FILES = /design/flow/design.v
export SDC_FILE = /design/flow/constraint.sdc
export NUM_CORES = 4
export LEC_CHECK = 1
export CORE_UTILIZATION = 50
[/design/flow/constraint.sdc]
current_design uart

set clk_period 3.0
set clk_io_pct 0.2

create_clock -name clk0 -period $clk_period [get_ports {clk}]

set non_clock_inputs [all_inputs -no_clocks]
set_input_delay [expr $clk_period * $clk_io_pct] -clock clk0 $non_clock_inputs
set_output_delay [expr $clk_period * $clk_io_pct] -clock clk0 [all_outputs]
==> run notes <==
flow finished, numbers: synthesis-to-layout area growth=18.1%, met2 Usage GRT=0.297, Max-slew headroom=0.447, Logic area=1420 sq um, RSZ-0062 raised after global routing=false, post-cts repair resize count=0, Post-Route WL=5280 microns, Port Buf Inserts=22, GRT Util Overall=0.200, status=complete, no violations, Yosys Instances=between 200 and 300, CTS tree=built, largest net degree at the start of global routing=27, Final Hold Fails=0, Maximum Capacitance Violations=0, Final ANT Viol Nets=0, pre-CTS setup slack=slightly below 0.7 ns, CP max stage cell=mux4_2, DRC Markers=0, Final setup viols=0, Die W=76.8 microns, minimum clock period=around 2.6 ns, vertical die size=approximately 77 microns, Setup crit end kind=primary output, Mapped Avg Cell Area=approximately 9.5 sq um, crit-path cells=mux4_2, mux2i_1, o21ai_0, clkdlybuf4s50_1, Sink Count=~57, Tool Warnings=29, peak supply drop=roughly 0.37 mV, Clock Path Buffers=2, Max FO, Critical Path=7, setup TNS=0 ns, PnR worst setup slack=0.358 ns, Tcrit/Tclk final=0.881, slew of the pin with the lowest slew margin=0.822 ns, Final GP Congestion=around 0.83, Synth warnings=2, clock root buffer=clkbuf_8, fin util=0.631, Vias=roughly 2200, Worst Setup Start Kind=register, Netlist Area Pre-Place=~2800 sq um, clock latency at the later pin of the worst-skew pair=roughly 0.33 ns, non-filler instance count after layout=just under 400, initial DRC count=around 86, GR Overflow Total=0, Hold Slack=a little over 0.4 ns, WL/cell=about 13 microns, Yosys chip area=between 2000 and 3000 sq um, Die ar.=5900 sq um, Yosys cell types=~50, hold_buf cts=0, total power=1.68 mW, Reg clk slew, reported paths=approximately 0.070 ns, core footprint=~5200 sq um, sequential cell area=between 1000 and 1500 sq um, Flops after synth=57, antenna diode count=0, total CTS buffers=9, site row count=26, Setup Buffers After CTS=0, Synth Flop Type=dfxtp_1, fp util=0.535, Pwr Density=between 500 and 600 nW/um^2, fillers=roughly 450, Placed Area=3080 sq um, Synth Seq Share=0.460, post-DP HPWL=3670 microns, Layout Skew=0.00683 ns, leak pwr=around 1.4 nW, DRT Pass-1 Iters=4, Top cells excl fill/tap=28 x nor2_1, 28 x dfxtp_1, 27 x nand2_1, 27 x dfrtp_1, 22 x clkdlybuf4s50_1, Slew Limit Fails=0, met3 global-route usage=0.0472, Synth async-reset ratio=0.509, layout cells sized above 1=0.116, design area=about 3300 sq um, first-pass GRT wire length=between 9000 and 10000 microns, CP Class=register to primary output, vias per cell=around 5.6, CP required=about 2.4 ns, GRT busiest layer=met1, initial antenna violation count=0, CP arrival=around 2.0 ns, Placed Cells=about 380, Ports=23, Hold Path Class=register to register, met1 Use GR=0.320, CP peak stage delay=around 0.53 ns, Fmax=about 380 MHz, htree depth=3, number of enable flip-flop cells=0, vias in the first global route=roughly 2000, post-synthesis cell count=296
-- critical path, delay by kind of cell (launching register included) --
| family | cells | cell delay [ns] |
|---|---|---|
| AOI/OAI and AO/OA | 1 | 0.11 |
| muxes | 2 | 0.66 |
| DFF | 1 | 0.51 |
| buffers and inverters | 1 | 0.42 |
-- report_power, final --
group	switching [mW]	internal (mW)
logic	0.0488	0.0340
registers	0.0124	0.770
clock network	0.300	0.510
total	0.361	1.31
-- cells by family after synthesis --
logic type               share of synthesized area
adder cells (fa/ha/maj)                     0.0313
buffers and inverters                       0.0317
AND/OR/NAND/NOR                              0.219
flip-flops                                   0.460
AND-OR/OR-AND                                0.145
XOR/XNOR                                    0.0500
multiplexers                                0.0626
-- final timing paths --
check | from | end | slack, ns | depth (start not counted)
setup / recovery | transmitter.index_bit_reg[0] | tx | 0.36 | 4
hold / removal | receiver.rx_STATE[1] | receiver.rx_STATE[0] | 0.42 | 2
setup reg to reg | receiver.clk_div_reg[0] | receiver.rx_data_reg[2] | 0.88 | 6
hold reg to reg | receiver.rx_STATE[1] | receiver.rx_STATE[0] | 0.42 | 2
max in group asynchronous | rst | transmitter.tx_out_reg | 1.45 | 3
min in group asynchronous | rst | transmitter.clk_div_reg[5] | 0.87 | 2
-- area by class of cell --
| type | count | area share |
|---|---|---|
| clock buffers | 11 | 0.0458 |
| clock inverters | 5 | 0.0231 |
| inverters | 12 | 0.0136 |
| multi-input cells | 218 | 0.430 |
| flip-flops and latches | 57 | 0.390 |
| well taps | 70 | 0.0265 |
| repair buffers | 24 | 0.0711 |
-- cells in the mapped netlist (3+ instances only) --
master    instances  area share
mux2i_1           4       0.014
clkbuf_1          6      0.0080
dfrtp_1          27        0.24
o211ai_1          3      0.0080
nand4b_1          3      0.0094
a21oi_1          20       0.036
xor2_1            7       0.022
dfxtp_1          28        0.20
and2_1            3      0.0067
nor2_1           28       0.038
ha_1              7       0.031
a21o_1            3      0.0080
nor4_1            5       0.011
nor3_1            8       0.014
a221o_1           6       0.021
nand3_1          17       0.030
nand4_1           9       0.020
a22o_1            3      0.0094
xnor2_1           9       0.028
a31oi_1           5       0.011
inv_1            12       0.016
mux2_2            8       0.032
nand2_1          27       0.036
o21ai_0          12       0.021
-- layer usage --
layer  wire (microns)  share of wire
met1             2700           0.51
met2             2350           0.45
met3              169          0.032
met4               57          0.011
met5                0              0
No activity file was given, so power comes from the tool's default toggle rates.
